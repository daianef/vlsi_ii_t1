--- ./config.mk ---
export PLATFORM = sky130hd
export DESIGN_NAME = allocator_6x6
export DESIGN_NICKNAME = allocator_6x6
export VERILOG_FILES = /design/flow/design.v
export SDC_FILE = /design/flow/constraint.sdc
export NUM_CORES = 4
export LEC_CHECK = 1
export CORE_AREA = 10 10 177 177
export DIE_AREA = 0 0 187 187
--- ./constraint.sdc ---
current_design allocator_6x6

set clk_period 3.0
set clk_io_pct 0.2

create_clock -name clk0 -period $clk_period [get_ports {clk}]

set non_clock_inputs [all_inputs -no_clocks]
set_input_delay [expr $clk_period * $clk_io_pct] -clock clk0 $non_clock_inputs
set_output_delay [expr $clk_period * $clk_io_pct] -clock clk0 [all_outputs]
--- ./design.v ---
module allocator_6x6(clk, rst, FLIT_in__0, FLIT_in__1, FLIT_in__2, FLIT_in__3, FLIT_in__4, FLIT_in__5, VALID_in__0, VALID_in__1, VALID_in__2, VALID_in__3, VALID_in__4, VALID_in__5, FWDAUX1_in__0, FWDAUX1_in__1, FWDAUX1_in__2, FWDAUX1_in__3, FWDAUX1_in__4, FWDAUX1_in__5, which_port, select, BWDAUX1_out, BWDAUX2_out, BWDAUX3_out, busy_in, shift_ctl);
    input clk;
    wire clk;
    input rst;
    wire rst;
    input [66:0] FLIT_in__0;
    wire [66:0] FLIT_in__0;
    input [66:0] FLIT_in__1;
    wire [66:0] FLIT_in__1;
    input [66:0] FLIT_in__2;
    wire [66:0] FLIT_in__2;
    input [66:0] FLIT_in__3;
    wire [66:0] FLIT_in__3;
    input [66:0] FLIT_in__4;
    wire [66:0] FLIT_in__4;
    input [66:0] FLIT_in__5;
    wire [66:0] FLIT_in__5;
    input VALID_in__0;
    wire VALID_in__0;
    input VALID_in__1;
    wire VALID_in__1;
    input VALID_in__2;
    wire VALID_in__2;
    input VALID_in__3;
    wire VALID_in__3;
    input VALID_in__4;
    wire VALID_in__4;
    input VALID_in__5;
    wire VALID_in__5;
    input FWDAUX1_in__0;
    wire FWDAUX1_in__0;
    input FWDAUX1_in__1;
    wire FWDAUX1_in__1;
    input FWDAUX1_in__2;
    wire FWDAUX1_in__2;
    input FWDAUX1_in__3;
    wire FWDAUX1_in__3;
    input FWDAUX1_in__4;
    wire FWDAUX1_in__4;
    input FWDAUX1_in__5;
    wire FWDAUX1_in__5;
    input [2:0] which_port;
    wire [2:0] which_port;
    output [5:0] select;
    reg [5:0] select;
    output [5:0] BWDAUX1_out;
    reg [5:0] BWDAUX1_out;
    output [5:0] BWDAUX2_out;
    reg [5:0] BWDAUX2_out;
    output [5:0] BWDAUX3_out;
    reg [5:0] BWDAUX3_out;
    input busy_in;
    wire busy_in;
    output shift_ctl;
    reg shift_ctl;
    reg [5:0] VALID_in__curr;
    reg [66:0] FLIT_in__curr [5:0];
    reg [5:0] is_request;
    reg [2:0] loop__loop_41;
    reg [66:0] flit_in_temp [5:0];
    reg [5:0] not_dummy;
    reg am_busy;
    reg [66:0] __tmp7150;
    reg [2:0] loop__loop_65;
    reg [2:0] tmp;
    reg [5:0] res_h;
    reg [5:0] res_p;
    reg [5:0] res_t;
    reg [66:0] __tmp7151;
    reg [5:0] match;
    reg [5:0] busy_buff;
    reg [5:0] head;
    reg [5:0] tail;
    reg [5:0] request;
    reg [5:0] want;
    reg [5:0] last_sel;
    reg avail;
    reg [4:0] pass;
    reg [2:0] loop__loop_149;
    reg [5:0] grant;
    reg [5:0] sel_int;
    reg [5:0] accept;
    reg [5:0] not_accept;
    reg [5:0] last_sel_next;
    always @(FLIT_in__0 or VALID_in__0 or FWDAUX1_in__0 or FLIT_in__1 or VALID_in__1 or FWDAUX1_in__1 or FLIT_in__2 or VALID_in__2 or FWDAUX1_in__2 or FLIT_in__3 or VALID_in__3 or FWDAUX1_in__3 or FLIT_in__4 or VALID_in__4 or FWDAUX1_in__4 or FLIT_in__5 or VALID_in__5 or FWDAUX1_in__5 or which_port or last_sel or busy_in)
        begin : combinational
            VALID_in__curr[5] = VALID_in__5;
            VALID_in__curr[4] = VALID_in__4;
            VALID_in__curr[3] = VALID_in__3;
            VALID_in__curr[2] = VALID_in__2;
            VALID_in__curr[1] = VALID_in__1;
            VALID_in__curr[0] = VALID_in__0;
            FLIT_in__curr[5] = FLIT_in__5;
            FLIT_in__curr[4] = FLIT_in__4;
            FLIT_in__curr[3] = FLIT_in__3;
            FLIT_in__curr[2] = FLIT_in__2;
            FLIT_in__curr[1] = FLIT_in__1;
            FLIT_in__curr[0] = FLIT_in__0;
            for (loop__loop_41 = 3'b000 ; loop__loop_41 < 3'b110 ; loop__loop_41 = 3'b001 + loop__loop_41)
            begin
                is_request[loop__loop_41] = VALID_in__curr[loop__loop_41];
                flit_in_temp[loop__loop_41] = FLIT_in__curr[loop__loop_41];
            end
            not_dummy = is_request;
            am_busy = busy_in;
            for (loop__loop_65 = 3'b000 ; loop__loop_65 < 3'b110 ; loop__loop_65 = 3'b001 + loop__loop_65)
            begin
                __tmp7150 = flit_in_temp[loop__loop_65];
                tmp = __tmp7150[2:0];
                res_h[loop__loop_65] = tmp == 3'b011;
                res_p[loop__loop_65] = tmp == 3'b010;
                res_t[loop__loop_65] = tmp == 3'b000;
                __tmp7151 = flit_in_temp[loop__loop_65];
                match[loop__loop_65] = __tmp7151[5:3] == which_port;
                busy_buff[loop__loop_65] = am_busy;
            end
            head = res_h & not_dummy;
            tail = res_t & not_dummy;
            request = head & match;
            want = (request | last_sel) & not_dummy;
            avail = !(| (last_sel)) & !am_busy;
            pass = 5'b00000;
            pass[3'b000] = avail & !request[3'b000];
            for (loop__loop_149 = 3'b001 ; loop__loop_149 < 3'b101 ; loop__loop_149 = 3'b001 + loop__loop_149)
                        pass[loop__loop_149] = pass[$unsigned($signed(loop__loop_149) - 3'sb001)] & !request[loop__loop_149];
            grant = request & {pass, avail};
            select <= grant | last_sel & not_dummy;
            sel_int = grant | last_sel;
            accept = want & sel_int & ~busy_buff;
            not_accept = want & (~sel_int | busy_buff);
            BWDAUX1_out <= not_accept;
            BWDAUX2_out <= 6'b000000;
            BWDAUX3_out <= 6'b000000;
            last_sel_next <= grant | last_sel & (~tail | ~accept);
            shift_ctl <= | (grant);
        end
    always @(posedge clk or negedge rst)
        begin : flip_flops
            if (rst == 0)
                last_sel <= 6'b000000;
            else
                last_sel <= last_sel_next;
        end
endmodule
--- ./run.sh ---
#!/bin/bash
# OpenROAD 26Q1-2900-gdf79404cd8, Yosys 0.63+post, stock flow scripts
make -C /OpenROAD-flow-scripts/flow DESIGN_CONFIG=/design/flow/config.mk WORK_HOME=/design/flow/orfs finish
==> impl_metrics.csv <==
group,metric,value,unit
synth,enable_flop_cells,0,
critical_path,start_kind,"input port",
clock_network,clockRootBuffer,"clkbuf_16",
critical_path,critPathLaunch,"which_port[0]",
drt,n_antenna_cell,0,
cells_and_area,syn_to_final_growth,151.2,%
clock_network,numClockSinks,6,
synth,seq_area_frac_synth,16.35,%
synth,synth.distinct_cells,32,
cells_and_area,reg_top3,"last_sel: 6 flops",
drt,finalWirelength,6.244,mm
synth,ys.flop_type,"dfrtp_1",
critical_path,worst_path_largest_cell_delay,0.58,ns
drt,top_layer,"met5",
place,dpl-instance-area,2140,sq um
pwr,power_density,236.8,nW/um^2
sta,final.setup.tns,0,ns
sta,slew_violations,0,
hold_path,hp-class,"reg -> reg",
drt,dr.pass1.iters,4,
run,warning_count,397,
cells_and_area,layout_top_cell,"buf_4",
place,io_buffers,60,
drt,ant_nets,0,
sta,finalHoldViolCount,0,
grt,grt.overflow.total,0,
critical_path,crit_family,"buffers and inverters",
sta,fin_skew,0.0007123,ns
synth,async_flop_share,100.0,%
critical_path,r2r_start,"last_sel[2]",
floorplan,num_rows,61,
grt,grt_antenna_before_repair,4,
synth,postSynthAreaPerCell,7.917,sq um
sta,setup_slack,0.02889,ns
synth,ys_area,918.4,sq um
hold_path,holdCritStartpoint,"last_sel[5]",
floorplan,die_area,34970,sq um
critical_path,crit_path_end_kind,"primary output",
synth,yosys_cells,116,
clock_network,cts_tree,"done",
floorplan,io_pins,445,
cells_and_area,lay_top_cells,"buf_4 (33), clkdlybuf4s50_1 (32), dlygate4sd2_1 (15), conb_1 (12)",
sta,rsz0062_at_grt,"no",
clock_network,cts_buffers,3,
floorplan,initCoreUtil,3.324,%
drt,wl_met2,3.182,mm
sta,finalClockPeriodUsage,99.04,%
outcome,status,"completed",
grt,grt_pass1_wl,8.604,mm
critical_path,crit_chain,"dlygate4sd2_1 -> buf_4 -> xnor2_2 -> and4_4 -> or4_4 -> buf_6 -> o21ai_2 -> buf_2",
place,post-place-ws,-0.5349,ns
clock_network,postCtsHoldBufs,0,
sta,max_freq,336.6,MHz
drt,viasPerCell,2.071,
grt,grt_max_degree,8,
pwr,irDropWorstVdd,0.0001121,V
drt,m1WireLength,2.621,mm
floorplan,die_x,187,microns
critical_path,cp_max_fo,5,
critical_path,path_class,"in -> out",
drt,num_vias,1220,
clock_network,clk_pin_slew,0.03,ns
cells_and_area,regMostFlops,"last_sel",
clock_network,clk_path_buf_depth,2,
pwr,leakage,0.8970,nW
cells_and_area,layout-drive-gt1-share,29.86,%
critical_path,crit_arrival,2.37,ns
drt,wl_per_cell,10.60,microns
grt,gr-usage-all-layers,3.375,%
synth,syn_area,918.4,sq um
sta,min_period,2.971,ns
drt,wl_met3,331,microns
clock_network,htreeDepth,1,
run,cap_violations,0,
grt,grt_pass1_vias,1343,
floorplan,fp.dieH,187,microns
critical_path,cp.required,2.40,ns
sta,setup_viol,0,
synth,syn_inst,116,
synth,synth.ff_latch_count,6,
place,dp_hpwl,5.749,mm
drt,drc_errors,0,
cells_and_area,design_area,2307,sq um
synth,yosysWarnings,3,
cells_and_area,largest_reg_flops,6,
critical_path,crit_buf_inv,4,
drt,drtIter0Drc,68,
place,routabilityCongestion,0.7662,
critical_path,crit_slowest_cell,"or4_4",
floorplan,core,27630,sq um
clock_network,clock_latency,0.23,ns
-- cell families after synthesis --
kind of cell,share of synthesized area (%)
DFF,16.35
and+or+nand+nor,31.47
xor gates and xnor gates,17.17
buffers and inverters,15.94
other,0.4083
AOI/OAI and AO/OA,18.67
-- report_power, final --
part / internal (mW) / total, mW / switching (mW) / leakage (nW)
clock: 0.171 / 0.216 / 0.0453 / 0.0370
sequential: 0.0903 / 0.101 / 0.0108 / 0.0818
combinational: 0.133 / 0.229 / 0.0958 / 0.778
-- per-stage QoR --
stage          hold WS [ns]  total power, mW  util (%)  instances
2_1_floorplan        0.3044           0.1945         -        127
6_report             0.5862           0.5464     8.351        589
3_5_place_dp         0.5794           0.3235     7.744        579
3_3_place_gp         0.5762           0.3226     7.744        579
5_1_grt              0.6435           0.5772     8.351        589
4_1_cts              0.5850           0.5487     8.206        589
-- final timing paths --
path                                to  slack, ns  depth (start not counted)
max in group asynchronous  last_sel[3]       2.16                          1
min                        last_sel[5]       0.59                          2
min in group asynchronous  last_sel[1]       0.62                          1
max reg2reg                last_sel[3]       1.02                          6
min reg2reg                last_sel[5]       0.59                          2
max                          select[4]       0.03                          8
-- final cells by class --
cell class / count / area, sq um
clock buffers: 3 / 75.07
well taps: 378 / 473.0
inverters: 2 / 7.507
flip-flops and latches: 6 / 150.1
fillers: 3261 / 25320
multi-input cells: 102 / 718.2
repair buffers: 98 / 883.3
-- per-layer routing --
metal / vias to the layer above / track usage [%]
met5: - / 0
met4: 6 / 0.3102
met3: 10 / 0.8902
met2: 38 / 6.098
met1: 568 / 4.045
li1: 598 / -
-- what timing repair did --
item	CTS	global route
resized	49	14
setup buffers	7	1
pin swaps	12	4
endpoints found under the hold margin	0	0
setup endpoints to repair	13	9
gates cloned	0	0
-- synthesized netlist by cell type (2+ instances only) --
library cell	instances	area [sq um]
and4b_1	3	30.03
xnor2_1	9	78.83
nand2_1	9	33.78
o21ai_1	6	30.03
nand4_1	4	25.02
o32ai_1	2	17.52
nand4b_1	3	26.28
nor4_1	6	37.54
nor4b_1	2	17.52
xor2_1	9	78.83
inv_1	2	7.510
buf_6	3	33.78
dfrtp_1	6	150.1
buf_4	14	105.1
nor2_1	2	7.510
or4b_2	3	30.03
o21ai_0	8	40.04
a21boi_0	2	15.01
nor2b_1	2	12.51
a21oi_1	9	45.04
-- worst register-to-register path: cells and delay by family, from the launching register on --
family | cells | cell delay [ns]
AND/OR/NAND/NOR | 3 | 1.11
flip-flops | 1 | 0.40
buffers and inverters | 2 | 0.27
AND-OR/OR-AND | 1 | 0.13
Power and IR drop assume default switching activity.
