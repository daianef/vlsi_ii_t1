==> design/flow/design.v <==
module out_buffer_6(clk, rst, FLIT_out, VALID_out, FWDAUX1_out, BWDAUX1_in, BWDAUX2_in, BWDAUX3_in, write, data_in, full);
    input clk;
    wire clk;
    input rst;
    wire rst;
    output [66:0] FLIT_out;
    reg [66:0] FLIT_out;
    output VALID_out;
    reg VALID_out;
    output FWDAUX1_out;
    input BWDAUX1_in;
    wire BWDAUX1_in;
    input BWDAUX2_in;
    wire BWDAUX2_in;
    input BWDAUX3_in;
    wire BWDAUX3_in;
    input write;
    wire write;
    input [66:0] data_in;
    wire [66:0] data_in;
    output full;
    reg full;
    reg [3:0] elements;
    reg [66:0] buffer__next [5:0];
    reg [66:0] buffer__5;
    reg [66:0] buffer__4;
    reg [66:0] buffer__3;
    reg [66:0] buffer__2;
    reg [66:0] buffer__1;
    reg [66:0] buffer__0;
    reg [2:0] i__loop_71;
    reg [2:0] pointer_in;
    reg [2:0] pointer_out;
    reg [66:0] buffer__curr [5:0];
    always @(posedge clk or negedge rst)
        begin : elements_sequential
            if (rst == 0)
                elements <= 4'b0000;
            else
            begin
                if (!BWDAUX1_in && VALID_out && !write)
                    elements <= $unsigned($signed(elements) - 4'sb0001);
                else
                begin
                    if ((!VALID_out || BWDAUX1_in) && write)
                        elements <= 4'b0001 + elements;
                end
            end
        end
    always @(posedge clk or negedge rst)
        begin : buffers_sequential
            if (rst == 0)
            begin
                buffer__next[5] = buffer__5;
                buffer__next[4] = buffer__4;
                buffer__next[3] = buffer__3;
                buffer__next[2] = buffer__2;
                buffer__next[1] = buffer__1;
                buffer__next[0] = buffer__0;
                for (i__loop_71 = 3'b000 ; i__loop_71 < 3'b110 ; i__loop_71 = 3'b001 + i__loop_71)
                                buffer__next[i__loop_71] = 67'b0000000000000000000000000000000000000000000000000000000000000000000;
                buffer__0 <= buffer__next[0];
                buffer__1 <= buffer__next[1];
                buffer__2 <= buffer__next[2];
                buffer__3 <= buffer__next[3];
                buffer__4 <= buffer__next[4];
                buffer__5 <= buffer__next[5];
            end
            else
            begin
                buffer__next[5] = buffer__5;
                buffer__next[4] = buffer__4;
                buffer__next[3] = buffer__3;
                buffer__next[2] = buffer__2;
                buffer__next[1] = buffer__1;
                buffer__next[0] = buffer__0;
                if (write)
                    buffer__next[pointer_in] = data_in;
                buffer__0 <= buffer__next[0];
                buffer__1 <= buffer__next[1];
                buffer__2 <= buffer__next[2];
                buffer__3 <= buffer__next[3];
                buffer__4 <= buffer__next[4];
                buffer__5 <= buffer__next[5];
            end
        end
    always @(posedge clk or negedge rst)
        begin : sequential
            if (rst == 0)
            begin
                pointer_out <= 3'b000;
                pointer_in <= 3'b000;
            end
            else
            begin
                if (write)
                begin
                    if (pointer_in == 3'b101)
                        pointer_in <= 3'b000;
                    else
                        pointer_in <= 3'b001 + pointer_in;
                end
                if (!BWDAUX1_in && VALID_out)
                begin
                    if (pointer_out == 3'b101)
                        pointer_out <= 3'b000;
                    else
                        pointer_out <= 3'b001 + pointer_out;
                end
            end
        end
    always @(pointer_out or pointer_in or elements or buffer__0 or buffer__1 or buffer__2 or buffer__3 or buffer__4 or buffer__5)
        begin : combinational
            buffer__curr[5] = buffer__5;
            buffer__curr[4] = buffer__4;
            buffer__curr[3] = buffer__3;
            buffer__curr[2] = buffer__2;
            buffer__curr[1] = buffer__1;
            buffer__curr[0] = buffer__0;
            FLIT_out <= buffer__curr[pointer_out];
            if (elements != 4'b0000)
                VALID_out <= 1;
            else
                VALID_out <= 0;
            if (elements == 4'b0110)
                full <= 1;
            else
                full <= 0;
        end
endmodule
==> design/flow/run.sh <==
#!/bin/bash
# OpenROAD 26Q1-2900-gdf79404cd8, Yosys 0.63+post, stock flow scripts
make -C /OpenROAD-flow-scripts/flow DESIGN_CONFIG=/design/flow/config.mk WORK_HOME=/design/flow/orfs finish
==> design/flow/config.mk <==
export PLATFORM = sky130hd
export DESIGN_NAME = out_buffer_6
export DESIGN_NICKNAME = out_buffer_6
export VERILOG_FILES = /design/flow/design.v
export SDC_FILE = /design/flow/constraint.sdc
export NUM_CORES = 4
export LEC_CHECK = 1
export CORE_UTILIZATION = 30
==> design/flow/constraint.sdc <==
current_design out_buffer_6

set clk_period 16.9
set clk_io_pct 0.2

create_clock -name clk0 -period $clk_period [get_ports {clk}]

set non_clock_inputs [all_inputs -no_clocks]
set_input_delay [expr $clk_period * $clk_io_pct] -clock clk0 $non_clock_inputs
set_output_delay [expr $clk_period * $clk_io_pct] -clock clk0 [all_outputs]
==> notes.md <==
Status on the layout run. The run finished with clean final reports. Fraction of layout instances using a drive strength above 1 landed at 34.0%. The power report puts the leakage power at 9.11 nW.

Core utilization of the finished layout landed at 36.3%. The routed design has 52300 µm of wire. Endpoints with negative setup slack in the final report add up to 0.

In this run the clock root is driven by a sky130_fd_sc_hd__clkbuf_16. STA lists the startpoint of the worst hold path as buffer__4[37]$_DFFE_PN0P_. Worst path arrival time landed at 4630 ps. The run reported a max-capacitance violation count of 0. Number of buffers created by CTS landed at between 40 and 50. Sorting the synthesized cells by area gives the leading types as sky130_fd_sc_hd__dfrtp_1, sky130_fd_sc_hd__mux2_2, sky130_fd_sc_hd__a211oi_1, sky130_fd_sc_hd__a32oi_1, sky130_fd_sc_hd__mux2_1.

Per the synthesis report, the dominant area consumer among library cells is sky130_fd_sc_hd__dfrtp_1. Post-synthesis, Yosys gives the total cell area as ~19000 µm². From synthesis to final layout, the design area changed by 19.8%. Entering global routing, the biggest net connects roughly 120 pins. First-pass GRT wire length landed at 80200 µm. For this run, the leading register cell type out of synthesis is sky130_fd_sc_hd__dfrtp_1.

Once detail routing completed, the nets flagged for antenna violations numbered 0. According to the timing report, the data required time at the worst endpoint equals ~14000 ps. Peak ir drop on the vdd network landed at between 100 and 150 µV. Core region area landed at approximately 63000 µm². Unique cell type count in the Yosys netlist landed at roughly 40.

Shortest clock period the worst path allows after layout landed at 8010 ps. Total of warnings raised by yosys landed at 4. Before antenna repair, the detailed router went through 5 iterations. Post-route cell area landed at about 23000 µm². The critical path is of the reg -> out type. Number of vias after detailed routing landed at approximately 13000.

STA classifies the critical path endpoint as an output pin. The synthesized design devotes to its leading area cell type 54.1% of total area. The worst hold path belongs to the class reg -> reg. Setup repair after global routing left no endpoint under its margin. The worst setup path is launched from a register. STA lists the maximum fanout along the critical path as ~43. Pins over their slew limit in the final report were tallied at 0.

The number of setup buffers added after CTS is 0. Detailed-route iteration 0 reported a violation count of about 760. Routability-driven placement congestion ratio landed at around 0.75. Overall track demand over capacity in global routing landed at 16.9%. After technology mapping, the gate count stands at about 1500. Detailed placement HPWL landed at approximately 29000 µm. Total die area landed at between 60000 and 70000 µm². Synthesis-stage register bit count landed at ~400. Number of clock sinks landed at 412. Number of I/O pins landed at 143. Headroom to the max-slew limit landed at between 40 and 50%. Placed instance count landed at between 2000 and 2500. Power per cell area landed at about 220 nW/µm². The timing report shows that the slowest cell on the worst path is sky130_fd_sc_hd__dfrtp_4. Vertical extent of the die landed at around 250 µm.

Summing over the stages, the warning tally comes to 31. Across the routed clock network, the largest skew measured is 9.93 ps. Global route total overflow landed at 0.

The flow reports an fmax of 0.125 GHz. The synth_stat.txt file lists the number of cells as approximately 1500. In the synthesized netlist the async set-or-reset flop fraction comes to roughly 100%. The synthesized design contains 0 enable-type register cells. OpenROAD reports that the post-layout worst path occupies between 40% and 50% of the period. After detailed routing, the number of remaining DRC violations is 0. Detailed-route wire length per cell landed at approximately 22 µm. Clock-pin transition on the worst setup and hold timing paths landed at about 60 ps. The critical path goes through or3_1 > buf_4 > a21o_2 > buf_4 > o32a_1 > clkdlybuf4s50_1. Among cell families on the critical path, the largest total delay comes from buffers and inverters. Number of buffers between clock root and the deepest sink landed at 3. Slew at the pin closest to its max-slew limit landed at roughly 860 ps. Number of placement rows landed at around 92. Width of the chip landed at about 250 µm. Number of cells upsized or downsized after cts landed at 0. For the final routed database, the setup TNS stands at 0 ps. Input and output buffers added on the ports amount to roughly 140. The initial antenna violation count is 8. The timing report notes that buffer and inverter cells on the critical path total 3. Detailed placement reports a standard cell area of about 21000 µm². Critical path's largest stage delay landed at 930 ps. Hold violation total from the final report landed at 0. The finished layout holds approximately 2400 standard cells, fillers aside. For reference, the critical path is launched at pointer_out[2]$_DFFE_PN0N_. Clock latency at the later pin of the worst-skew pair landed at roughly 570 ps.

Number of vias per cell after detailed routing landed at about 5.2. In this run the critical register-to-register path is launched from pointer_in[2]$_DFFE_PN0P_. Of the synthesized area, sequential elements account for between 50% and 60%. The number of global-route vias before repair was 13300. In the floorplan report the effective utilization is between 30% and 40%. Per the CTS log, the maximum H-tree level is 2. The synthesized netlist occupies a cell area of 19100 µm². Average size of a mapped cell landed at approximately 13 µm². Hold repair after CTS inserted 0 buffers.

By instance count, the cell type seen most on the critical path is sky130_fd_sc_hd__buf_4. TritonCTS built the clock tree.
[cell type report]
| class | instances | area [µm²] |
|---|---|---|
| Antenna cell | 1 | 2.50 |
| Clock buffer | 67 | 1340 |
| Clock inverter | 12 | 166 |
| Fill cell | 5868 | 40100 |
| Inverter | 7 | 26.3 |
| Multi-Input combinational cell | 908 | 8260 |
| Sequential cell | 412 | 10300 |
| Tap cell | 846 | 1060 |
| Timing Repair Buffer | 174 | 1670 |
[metal layers]
layer | global-route usage (%) | share of wire (%)
met1 | 23.0 | 41
met4 | 3.92 | 2.3
met3 | 4.97 | 7.2
met5 | 0 | 0.17
met2 | 27.2 | 49
[flip-flops by register name (all words and copies together), names as in the netlist]
name and cells:
buffer__1 67, buffer__0 67, buffer__5 67, buffer__4 67, buffer__2 67, elements 4
buffer__3 67, pointer_out 3, pointer_in 3
[cell usage after synthesis (2+ instances only)]
cell and count:
sky130_fd_sc_hd__mux2_2 414, sky130_fd_sc_hd__dfrtp_1 412, sky130_fd_sc_hd__clkbuf_1 77, sky130_fd_sc_hd__a211oi_1 67, sky130_fd_sc_hd__nand2_1 58, sky130_fd_sc_hd__a21oi_1 56
sky130_fd_sc_hd__nor2b_1 43, sky130_fd_sc_hd__a22oi_1 40, sky130_fd_sc_hd__a31oi_1 40, sky130_fd_sc_hd__a32oi_1 40, sky130_fd_sc_hd__buf_2 34, sky130_fd_sc_hd__mux2_1 30
sky130_fd_sc_hd__mux2i_1 28, sky130_fd_sc_hd__o21ai_0 28, sky130_fd_sc_hd__o32a_1 27, sky130_fd_sc_hd__buf_4 10, sky130_fd_sc_hd__buf_1 8, sky130_fd_sc_hd__ha_1 6
sky130_fd_sc_hd__inv_1 5, sky130_fd_sc_hd__nor2_1 4, sky130_fd_sc_hd__xnor2_1 3, sky130_fd_sc_hd__xor2_1 3, sky130_fd_sc_hd__a21o_1 2, sky130_fd_sc_hd__and2_1 2
sky130_fd_sc_hd__nand4b_1 2, sky130_fd_sc_hd__nor4_2 2, sky130_fd_sc_hd__or2_2 2
[worst paths after layout]
path,end,slack (ps),cells past startpoint
min in group asynchronous,buffer__2[18]$_DFFE_PN0P_,2820,1
min reg2reg,buffer__4[37]$_DFFE_PN0P_,480,1
max reg2reg,buffer__0[14]$_DFFE_PN0P_,14280,4
max in group asynchronous,buffer__3[15]$_DFFE_PN0P_,12130,3
max,FLIT_out[49],8890,6
min,buffer__4[37]$_DFFE_PN0P_,480,1
[stage by stage]
step                      total power (W)  hold WS, ps  worst slack, ps
after CTS                         0.00505          488             8770
final                             0.00498          483             8890
after global placement            0.00396          467             9380
after global routing              0.00531          499             8710
after floorplan                   0.00301          457            11120
after detailed placement          0.00402          475             9410
[placed cells by master (no fill, tap or decap), types with 40 or more instances in the layout]
| master | n |
|---|---|
| sky130_fd_sc_hd__mux2_2 | 414 |
| sky130_fd_sc_hd__a211oi_1 | 67 |
| sky130_fd_sc_hd__a21oi_1 | 56 |
| sky130_fd_sc_hd__a32oi_1 | 40 |
| sky130_fd_sc_hd__dfrtp_1 | 409 |
| sky130_fd_sc_hd__nand2_1 | 57 |
| sky130_fd_sc_hd__a31oi_1 | 40 |
| sky130_fd_sc_hd__clkdlybuf4s50_1 | 138 |
| sky130_fd_sc_hd__clkbuf_16 | 47 |
| sky130_fd_sc_hd__a22oi_1 | 40 |
| sky130_fd_sc_hd__nor2b_1 | 40 |
[report_power, final]
part           internal, W  switching [W]
combinational      0.00120        0.00101
sequential         0.00149       0.000285
clock             0.000607       0.000397
[logic make-up after synthesis]
family	after synthesis	share of synthesized area (%)
DFF	412	54.1
xor gates and xnor gates	6	0.276
buffers and inverters	136	3.10
adders and majority gates	6	0.394
other	1	0.0197
AOI/OAI and AO/OA	302	11.1
muxes	472	27.7
and+or+nand+nor	121	3.35
Power and IR drop assume default switching activity.
